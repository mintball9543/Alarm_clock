File: flow/design.v
module ALRAM_SET(
	input clk, reset,
	input isalram,
	input [5:0]min, sec, amin, asec,
	output reg LED,
	output reg alram_sound,
	output reg LEDalram
);
always @(isalram) begin
	if (isalram == 1'b1) begin
		LED = 1'b1;
	end else begin
		LED = 1'b0;
	end
end
always @(posedge clk) begin
	if(~reset) begin
		alram_sound = 1'b0;
		LEDalram = 1'b0;
	end else begin
		if(isalram == 1'b1) begin
			if(min == amin)
				if(sec == asec) begin
						alram_sound = 1'b1;
						LEDalram = 1'b1;
				end
		end else begin
			alram_sound = 1'b0;
			LEDalram = 1'b0;
		end
	end
end
endmodule
File: flow/config.mk
export PLATFORM = sky130hd
export DESIGN_NAME = ALRAM_SET
export DESIGN_NICKNAME = ALRAM_SET
export VERILOG_FILES = /design/flow/design.v
export SDC_FILE = /design/flow/constraint.sdc
export NUM_CORES = 4
export LEC_CHECK = 1
export CORE_AREA = 10 10 70 70
export DIE_AREA = 0 0 80 80
File: flow/constraint.sdc
current_design ALRAM_SET

set clk_period 2.1
set clk_io_pct 0.2

create_clock -name clk0 -period $clk_period [get_ports {clk}]

set non_clock_inputs [all_inputs -no_clocks]
set_input_delay [expr $clk_period * $clk_io_pct] -clock clk0 $non_clock_inputs
set_output_delay [expr $clk_period * $clk_io_pct] -clock clk0 [all_outputs]
File: flow/run.sh
#!/bin/bash
# OpenROAD 26Q1-2900-gdf79404cd8, Yosys 0.63+post, stock flow scripts
make -C /OpenROAD-flow-scripts/flow DESIGN_CONFIG=/design/flow/config.mk WORK_HOME=/design/flow/orfs finish
==> results_slide.txt <==
Key Metrics from the Run

Status
  • Status: finished clean

Worst setup path
  • CP delay by family, top: buffers and inverters
  • Worst Path Max Fanout: 2
  • Reg2Reg Launch Point: alram_sound$_SDFFE_PN0P_
  • Reg2Reg Depth: 2
  • CP endpoint kind: output port
  • Crit Path Class: in2out
  • Crit path buf inv count: 2
  • R2R setup slack: 1500 ps
  • CP Data Arrival Time: 1350 ps
  • Worst path cell trace: clkdlybuf4s50_1 > clkdlybuf4s50_1
  • CP required: 1680 ps
  • Crit path max-delay cell type: clkdlybuf4s50_1
  • Worst setup SP type: input pin
  • Max incr delay on CP: 470 ps
  • R2r endpoint: alram_sound$_SDFFE_PN0P_
  • Crit-path most repeated cell: clkdlybuf4s50_1

STA
  • Headroom to the max-slew limit: 77.86%
  • Fmax: 0.5650 GHz
  • Post-route minimum period: 1770 ps
  • Worst hold slack: 491.9 ps
  • Worst-Margin Slew: 329.0 ps
  • Endpoints failing setup: 0
  • Final hold vios: 0
  • Total negative slack: 0 ps
  • Worst clock skew: 0 ps
  • Period utilisation layout: 84.29%
  • Slew Viols, Final: 0
  • RSZ-0062 raised after global routing: false

Detailed routing
  • Drt first-iter violations: 2
  • Drt via density: 2.495
  • Met2 routed WL: 400 um
  • Routed len/inst: 8.242 um
  • Max layer used: met3
  • WL final: 783 um
  • Routed wl met3: 151 um
  • DR pass1 iterations: 2
  • M1 wire length: 231 um
  • Via count: 237
  • Final ANT Viol Nets: 0
  • DRC: 0

Clocking
  • Post-CTS Hold Fix Bufs: 0
  • Clock slew at reported path FFs: 0 ps
  • Cells resized by post-CTS repair: 0
  • Clk latency late pin: 0 ps
  • Post-CTS Setup Inserts: 0

Placed design
  • PortBufs: 29
  • GPL Wtd Cong: 0.7054
  • Dpl cell area: 511.7 sq um
  • Placed Cells: 94
  • HPWL Detailed: 794.7 um

Pwr
  • Clk pwr share: 0%
  • Pwr per Cell Area: 180.3 nW/um^2
  • Seq pwr share: 20.9%
  • Final Power: 0.09271 mW
  • NetSw: 0.01859 mW
  • Pint: 0.07412 mW
  • Combinational Power Share: 79.1%
  • Leakage power: 0.1775 nW
  • Sw frac: 20.05%
  • Peak supply drop: 0.04662 mV

Floorplan
  • Chip area: 6400 sq um
  • Core Area: 3416 sq um
  • Die height: 80 um
  • IO Pins: 30
  • Site Rows: 21
  • Die Wd: 80 um
  • Initial core utilization: 5.238%

Run
  • Max-cap violations: 0
  • Tool Warnings: 28

GRT
  • Antenna violations before repair: 1
  • GR Util All Layers: 2.265%
  • First-pass GRT wire length: 1179 um
  • Largest net degree at the start of global routing: 4
  • Total grt overflow: 0
  • Vias in the first global route: 258

Min path
  • HP Class: reg2reg
  • Hold EP: alram_sound$_SDFFE_PN0P_
  • Min-delay src: alram_sound$_SDFFE_PN0P_
  • Hold depth: 2

Yosys
  • Mapped Area: 178.9 sq um
  • Synthesized instance count: 21
  • Seq/Total Area, Yosys: 11.19%
  • Chip area in the Yosys report: 178.9 sq um
  • Post-synth regs: 1
  • Syn_area_per_cell: 8.520 sq um
  • Distinct lib cells used: 8
  • Yosys cell count: 21
  • Number of synthesis warnings: 1

Finish
  • Final non-filler cell total: 95
  • Layout area overhead: 187.4%
  • Most numerous logic cell after layout: clkdlybuf4s50_1
  • Final instance area: 514.2 sq um
  • Most instantiated logic cells after routing: clkdlybuf4s50_1, xor2_1, nor4_1
  • Fraction of layout cells with a size suffix above 1: 2.083%
  • Max reg flops: 1
  • Fillcell total: 395
-- stage by stage --
stage / util (%) / setup slack (ps)
after global placement: 14.98 / 317.9
final: 15.05 / 330.0
after CTS: 14.98 / 323.8
after global routing: 14.98 / 319.6
after detailed placement: 14.98 / 318.2
after floorplan: - / 1048
-- logic make-up after synthesis --
logic type | Yosys count | share of synthesized area (%)
buf+inv | 2 | 8.389
flops | 1 | 11.19
compound gates | 1 | 3.499
simple gates | 5 | 18.18
xor+xnor | 12 | 58.74
-- cells in the mapped netlist --
cell / instances / area, sq um
nand2_1: 1 / 3.750
nor4_2: 1 / 12.51
nor2_1: 1 / 3.750
xor2_1: 12 / 105.1
dfxtp_1: 1 / 20.02
buf_4: 2 / 15.01
a31oi_1: 1 / 6.260
nor4_1: 2 / 12.51
-- power groups by stage --
stage	clock network (mW)	logic [mW]	registers (mW)
finish	0.00000127	0.0733	0.0194
global route	0	0.0792	0.0194
CTS	0	0.0747	0.0194
-- cell type report --
class	count	area (sq um)	area share, %
antenna	1	2.502	0.4866
multi-input combinational	18	143.9	27.98
sequential	1	20.02	3.893
tap	46	57.56	11.19
timing repair buffer	29	290.3	56.45
-- worst max-delay path by stage --
stage,startpoint,to,cells after the start
final,isalram,LED,2
after global routing,isalram,LED,2
after CTS,isalram,LED,2
-- per-layer routing --
layer	global-route usage, %	vias to the layer above
met5	0	-
met2	4.093	14
met4	0	0
li1	-	126
met3	1.477	0
met1	2.247	97
Power is estimated from default activity; no workload was simulated.
