==> design/flow/design.v <==
module HB_WT_DECODER(
	BCD, DOT,
	SEG_DATA
);
input [3:0]BCD;
input DOT;
output [7:0]SEG_DATA;
wire [7:0]SEG_DATA;
reg [6:0]BUFF;
always @(BCD)
begin
	case (BCD)
		4'b0000:BUFF = 7'b1111110;  
		4'b0001:BUFF = 7'b0110000;  
		4'b0010:BUFF = 7'b1101101;  
		4'b0011:BUFF = 7'b1111001;  
		4'b0100:BUFF = 7'b0110011;  
		4'b0101:BUFF = 7'b1011011;  
		4'b0110:BUFF = 7'b1011111;  
		4'b0111:BUFF = 7'b1110000;  
		4'b1000:BUFF = 7'b1111111;  
		4'b1001:BUFF = 7'b1111011;  
		default:BUFF = 7'b0000000;  
	endcase
end
assign SEG_DATA = {BUFF,DOT};
endmodule
==> design/flow/run.sh <==
#!/bin/bash
# OpenROAD 26Q1-2900-gdf79404cd8, Yosys 0.63+post, stock flow scripts
make -C /OpenROAD-flow-scripts/flow DESIGN_CONFIG=/design/flow/config.mk WORK_HOME=/design/flow/orfs finish
==> design/flow/config.mk <==
export PLATFORM = sky130hd
export DESIGN_NAME = HB_WT_DECODER
export DESIGN_NICKNAME = HB_WT_DECODER
export VERILOG_FILES = /design/flow/design.v
export SDC_FILE = /design/flow/constraint.sdc
export NUM_CORES = 4
export LEC_CHECK = 1
export CORE_AREA = 10 10 70 70
export DIE_AREA = 0 0 80 80
==> design/flow/constraint.sdc <==
current_design HB_WT_DECODER

set clk_period 1.0
set clk_io_pct 0.2

create_clock -name clk0 -period $clk_period

set non_clock_inputs [all_inputs -no_clocks]
set_input_delay [expr $clk_period * $clk_io_pct] -clock clk0 $non_clock_inputs
set_output_delay [expr $clk_period * $clk_io_pct] -clock clk0 [all_outputs]
==> impl_metrics.toml <==
# generated from flow reports
[layout]
regArea_um2 = 0
flop-count = 0
drive_above_1_share_pct = 86.3
areaGrowthSynthToFinish_pct = 159
num-fill-cells = 385
final_util_pct = 17.1
layout.cells.most_common = "buf_6"
nClkBuffers = 0
final_cell_mix = "buf_6, buf_2, buf_4"

[critical_path]
crit_slowest_cell = "ha_4"
arrival_ps = 960
critPathCaptureType = "output pin"
worstPathCellList = "buf_6 > buf_6 > ha_4 > nor2_4 > a21oi_4 > o22ai_2 > buf_2"
cp_common_cell = "buf_6"
crit_required_ps = 800
crit_family = "buffers and inverters"
crit_type = "input port to output pin"
cp.depth = 7
path_buffers = 3
slowest_delay_ps = 150
startpoint_type = "input port"
crit_fanout = 2

[power_and_ir_drop]
p_leak_nw = 0.253
switching_share_pct = 41.1
p_seq_share_pct = 0
power_density_mw_per_mm2 = 385
power_frac_comb_pct = 100.0
internal_power_mw = 0.133
p_switching_mw = 0.0928
clkPwrFrac_pct = 0
vdd_drop_max_mv = 0.0829

[grt]
antenna_found_initial = 0
grt_pass1_vias = 319
grt_max_degree = 7
grt_overflow = 0
grt_first_pass_wirelength_um = 1440
grt_usage_pct = 2.68

[timing]
fin_crit_sh_pct = 116
rsz0062_at_grt = "true"
drv_slew = 0
fmax_mhz = 859
finalCriticalPeriod_ps = 1160
max_slew_margin_pct = 88.3
worst_slack_ps = -164
setup_viol = 7
fin_hold_ws_ps = 400
tightest_slew_ps = 170
hold_viol = 0

[logic_synthesis]
synth_cell_types = 14
synth_area_um2 = 226
postSynthCellCount = 29
avgSynthCellArea_um2 = 7.81
ys_chip_area_um2 = 226
ys_warn_count = 1
top_area_cell = "ha_1"
seq_area_frac_synth_pct = 0
yosys.area.top_type_share_pct = 33.1
top_cells_by_area = "ha_1, o22ai_1, buf_6"
yosys-stat-cells = 29

[run_status]
outcome = "finished with violations"
violations = "negative setup slack"

[floorplanning]
core_mm2 = 0.00342
die-height_um = 80
fp_util_pct = 6.63
row_count = 21
die_area_mm2 = 0.00640
die-width_um = 80
io-pin-count = 13

[detailed_routing]
drt_iter0_markers = 5
drc = 0
wl_per_cell_um = 8.90
wl_um = 863
via_per_inst = 2.82
antennaDiodeCount = 0
drt.antenna.violating_nets = 0
via_count = 274
first_pass_iters = 2

[job]
drv_cap = 0
warning_count = 39

[placed_design]
dp_hpwl_um = 567
gp_congestion = 0.606
port-buffer-count = 11
place_ws_ps = -966

[min_path]
min_path_cells = 0
hold_path.class = "input port to output pin"
[final timing paths]
path / startpoint / end / slack, ps
hold / removal: DOT / SEG_DATA[0] / 400
setup / recovery: BCD[0] / SEG_DATA[4] / -160
[power groups by stage]
stage / logic (mW) / clock network [mW] / registers (mW)
after CTS: 0.203 / 0 / 0
final: 0.226 / 0 / 0
after global routing: 0.251 / 0 / 0
[kinds of logic (layout without fill, tap and decap cells)]
kind of cell | count (synthesis) | in the layout | share of synthesized area [%]
XOR/XNOR | 1 | 1 | 3.87
buffers and inverters | 8 | 30 | 21.5
AND-OR/OR-AND | 10 | 10 | 27.6
adder cells (fa/ha/maj) | 6 | 6 | 33.1
AND/OR/NAND/NOR | 3 | 3 | 9.39
multiplexers | 1 | 1 | 4.42
[cell usage after synthesis (all sizes together)]
library cell and n:
xnor2 1, a21oi 2, buf 3, o21ai 1, nand2b 1, a21o 1, o21a 1, o22ai 5
mux2i 1, ha 6, nor2 2, inv 5
[stage by stage]
step / cells / TNS, ps / power (mW) / cell area (um^2)
floorplan: 29 / 0 / 0.0657 / 226
global placement: 89 / -6410 / 0.154 / 409
detailed placement: 89 / -6470 / 0.155 / 409
CTS: 97 / -817 / 0.203 / 552
global route: 97 / -1160 / 0.251 / 586
finish: 97 / -766 / 0.226 / 586
[routing by layer]
layer	GRT usage (%)	wire (um)
met2	4.49	375
met3	1.48	127
met5	0	0
met4	0.176	0
met1	3.04	360
[area by class of cell]
cell class	count	area [um^2]	area share, %
Tap cell	46	57.6	9.83
Timing Repair Buffer	25	215	36.8
Multi-Input combinational cell	21	289	49.4
Inverter	5	23.8	4.06
[repair_timing]
item,in CTS,in global routing
hold buffers,0,0
pin swaps,10,7
cloned,0,0
setup buffers,8,0
gates resized,67,7
hold endpoints to repair,0,0
setup endpoints to repair,7,7
Power figures rest on the tool's default switching activity, not on a simulated workload.
