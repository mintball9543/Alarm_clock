File: design.v
module ALRAM_SOUND(
	input clk, clk_1MHZ, reset, alram_sound,
	output piezo
);
reg buff;
integer CNT_SOUND, CNT_DURATION, STATE, LIMIT;
parameter DURATION = 300;
parameter HIGH_DO = 955;
parameter HIGH_RE = 851;
parameter HIGH_MI = 758;
parameter HIGH_FA = 715;
parameter HIGH_SOL = 637;
parameter HIGH_RA = 568;
parameter RA = 1136;
parameter FA = 1432;
parameter RE = 1702;
always @(posedge clk) begin
	if(alram_sound == 1'b1) begin
		if(~reset) begin
			CNT_DURATION = 0;
			STATE = 0;
			LIMIT = 0;
		end else begin
			if(CNT_DURATION >= DURATION) begin
				CNT_DURATION = 0;
				STATE = STATE + 1;
				if(STATE > 45) STATE = 0;
			end else
				CNT_DURATION = CNT_DURATION + 1;
		end
		case (STATE)
			0: LIMIT = HIGH_FA;
			1: LIMIT = HIGH_MI;
			2: LIMIT = HIGH_FA;
			3: LIMIT = HIGH_RA;
			4: LIMIT = HIGH_RE;
			5: LIMIT = HIGH_FA;
			6: LIMIT = HIGH_MI;
			7: LIMIT = HIGH_FA;
			8: LIMIT = HIGH_RA;
			9: LIMIT = HIGH_RE;
			10: LIMIT = HIGH_SOL;
			11: LIMIT = HIGH_FA;
			12: LIMIT = HIGH_MI;
			13: LIMIT = HIGH_RE;
			14: LIMIT = HIGH_DO;
			15: LIMIT = HIGH_RE;
			16: LIMIT = HIGH_MI;
			17: LIMIT = HIGH_DO;
			18: LIMIT = HIGH_RE;
			19: LIMIT = HIGH_MI;
			20: LIMIT = HIGH_FA;
			21: LIMIT = HIGH_SOL;
			22: LIMIT = HIGH_RA;
			23: LIMIT = HIGH_FA;
			24: LIMIT = HIGH_MI;
			25: LIMIT = HIGH_FA;
			26: LIMIT = HIGH_RA;
			27: LIMIT = HIGH_RE;
			28: LIMIT = HIGH_FA;
			29: LIMIT = HIGH_MI;
			30: LIMIT = HIGH_FA;
			31: LIMIT = HIGH_RA;
			32: LIMIT = HIGH_RE;
			33: LIMIT = HIGH_SOL;
			34: LIMIT = HIGH_FA;
			35: LIMIT = HIGH_MI;
			36: LIMIT = HIGH_RE;
			37: LIMIT = HIGH_DO;
			38: LIMIT = HIGH_RE;
			39: LIMIT = HIGH_MI;
			40: LIMIT = HIGH_DO;
			41: LIMIT = HIGH_RE;
			42: LIMIT = RA;
			43: LIMIT = FA;
			44: LIMIT = RA;
			45: LIMIT = RE;
			default: LIMIT = HIGH_DO;
		endcase
	end else begin
		CNT_DURATION = 0;
		LIMIT = 0;
		STATE = 0;
	end
end
always @(posedge clk_1MHZ) begin
	if(alram_sound == 1'b1) begin
		if(~reset) begin
			buff = 1'b0;
			CNT_SOUND = 0;
		end else begin	
			if(CNT_SOUND >= LIMIT) begin
					CNT_SOUND = 0;
					buff <= ~buff;
				end else
					CNT_SOUND = CNT_SOUND + 1;
		end
	end
end
assign piezo = buff;
endmodule
File: run.sh
#!/bin/bash
# OpenROAD 26Q1-2900-gdf79404cd8, Yosys 0.63+post, stock flow scripts
make -C /OpenROAD-flow-scripts/flow DESIGN_CONFIG=/design/flow/config.mk WORK_HOME=/design/flow/orfs finish
File: config.mk
export PLATFORM = sky130hd
export DESIGN_NAME = ALRAM_SOUND
export DESIGN_NICKNAME = ALRAM_SOUND
export VERILOG_FILES = /design/flow/design.v
export SDC_FILE = /design/flow/constraint.sdc
export NUM_CORES = 4
export LEC_CHECK = 1
export CORE_UTILIZATION = 40
File: constraint.sdc
current_design ALRAM_SOUND

set clk_period 13.0
set clk_io_pct 0.2

create_clock -name clk0 -period $clk_period [get_ports {clk}]
create_clock -name clk1 -period $clk_period [get_ports {clk_1MHZ}]

set non_clock_inputs [all_inputs -no_clocks]
set_input_delay [expr $clk_period * $clk_io_pct] -clock clk0 $non_clock_inputs
set_output_delay [expr $clk_period * $clk_io_pct] -clock clk0 [all_outputs]
==> run notes <==
fresh numbers from the pnr run: pin count of the biggest net entering global routing=45, min-delay src=CNT_DURATION[0], Top cell area share=20.6%, Seq pwr share=a little under half, Comb area=4450 µm², Gate Count Post-Synth=898, Worst Path Max Fanout=16, chip area=18700 µm², main flop type=dfxtp_1, hold endpoint=CNT_DURATION[0], Flops after synth=108, r2r startpoint=STATE[0], Crit path largest cell delay=0.67 ns, Worst Hold Class=flop to flop, CP arrival=around 6.0 ns, initial antenna violation count=0, Routed WL=17.9 mm, Top cells by area=dfxtp_1, edfxtp_1, xor2_1, Crit. End Element=flop, Num Clock Sinks=about 110, Final HPWL DP=12.2 mm, Yosys Instances=898, post-CTS sizing=0, Chip Area, Yosys=7280 µm², Switching Share=22.9%, Peak VDD IR=65.6 µV, worst path required time=13.24 ns, Final Hold Fails=0, number of enable flip-flop cells=33, grt total ovfl=0, Int Pwr=between 0.5 and 0.6 mW, DRT iter0 DRCs=roughly 630, gpl congestion=0.894, Startpoint Class=flop, post-synthesis async set-or-reset flop share=0%, CP max-delay cell=or4_1, CTS tree=done, # Max-Cap Violations=0, Via Count=6485, worst hold path depth=1, core area=17500 µm², proportion of power drawn by combinational gates=3.3%, vias in the first global route=around 5800, Synth Warn #=1, Die W=~140 µm, Clock Skews=0.00843 ns, Unique cell types=82, drt pass-1 iters=5, Mean Syn Cell Area=8.11 µm², post-synthesis sequential area ratio=34.2%, I/O Pins=5, DR DRC count=0, register area=2490 µm², WL per Instance=16.1 µm, status=complete, no violations, fin util=45.2%, hold-fix buffers at CTS=0, port bufs=3, Final Max Slew Viols=0, beginning of the critical path=STATE[0], P_leak=2.67 nW, # diodes=0, tool warnings=36, area grow syn2layout=8.85%, FP Core Util=41.5%, Slew @ Worst Pin=0.798 ns, GRT Total Usage=20.6%, reg-to-reg slack, setup=around 7.3 ns, Die Y=137 µm, Final setup violation count=0, overall power=0.762 mW, worst-path cell chain=ha_1 -> nand4_1 -> or4_1 -> or4_1 -> xnor2_1 -> nor4_1 -> nand3_4 -> a211oi_1 -> o21ai_1 -> buf_4 -> ha_1 -> mux2i_1 -> o2bb2ai_1 -> nand2_1 -> a221oi_1 -> nor2_1 -> o21a_1, Pwr Density=96.2 nW/µm², switching pwr=0.175 mW, cell type with the largest total area=dfxtp_1, top-count cell post-synth=nor2_1, reg2reg end=LIMIT[1], first-pass GRT wire length=29.8 mm, Setup CP Type=flop to flop, Clk network pwr share=49.5%, row cnt=~48, setup TNS=0 ns, layout cell share with drive strength beyond 1=7.56%, Worst-path clk slew=0.07 ns, Filler Cell Count=between 1500 and 2000, top cells by count=nor2_1, nand2_1, dfxtp_1, a21oi_1, xor2_1, R2R depth=17, drt via density=~5.8, # Post-CTS Setup Buffers=0, RSZ-0062 raised after global routing=false, Post-DRT Antenna Nets=0, slew margin rel.=about 47%, Mapped Area=7280 µm²
==> metrics by stage <==
step                cell area [µm²]  std cells  hold slack (ns)  worst slack [ns]
floorplan                      7280        898            0.442              8.22
global placement               7470       1087            0.459              7.31
detailed placement             7470       1087            0.469              7.29
CTS                            7920       1111            0.487              7.40
global route                   7920       1111            0.536              6.90
finish                         7920       1111            0.499              7.28
==> registers in the layout (all words and copies together), names as in the netlist <==
register	count
CNT_DURATION	32
CNT_SOUND	32
STATE	32
LIMIT	11
buff	1
==> logic make-up (layout without fill, tap and decap cells) <==
group / after synthesis / count (layout) / share of synthesized area (%)
AND-OR/OR-AND: 187 / 187 / 17.3
XOR/XNOR: 80 / 80 / 9.63
adder cells (fa/ha/maj): 25 / 25 / 4.30
buffers and inverters: 84 / 72 / 4.71
flip-flops: 108 / 108 / 34.2
multiplexers: 7 / 7 / 0.980
AND/OR/NAND/NOR: 407 / 407 / 28.8
==> layout make-up <==
class                      count  area share (%)
multi-input combinational    706            56.1
timing repair buffer          18            1.74
sequential                   108            31.5
inverter                      30            1.42
tap                          225            3.55
clock inverter                 9            1.25
clock buffer                  15            4.47
==> how the worst max path moves through the flow <==
stage         endpoint  depth (start not counted)
global route  LIMIT[1]                         17
finish        LIMIT[1]                         17
CTS           LIMIT[1]                         17
==> metal layers <==
metal | wire, µm | GRT usage (%) | up-vias
met5 | 0 | 0 | -
met4 | 373 | 3.85 | 0
met3 | 1070 | 3.67 | 37
met2 | 7700 | 30.5 | 195
met1 | 8710 | 32.3 | 3031
li1 | - | - | 3222
==> cell usage in the layout, fill, tap and decap left out, drive strengths merged, types with 4 or more instances in the layout <==
cell,netlist,routed
or2,5,5
nor3,32,32
nand2,86,86
inv,29,34
o211ai,6,6
nor4,26,26
nand2b,10,10
xor2,52,52
edfxtp,33,33
o31a,4,4
or4,13,13
clkbuf,34,15
nand3,39,39
o21ai,43,43
o41ai,4,4
and3,21,21
nand3b,5,5
o21a,8,8
or3,9,9
nand4,27,27
buf,20,16
a211oi,19,19
mux2i,6,6
dfxtp,75,75
a21oi,57,57
a31oi,5,5
nor2,117,117
xnor2,28,28
and2,4,4
ha,25,25
==> power groups by stage <==
stage / logic, mW / registers, mW / clock network [mW]
5_1_grt: 0.0285 / 0.361 / 0.400
6_report: 0.0248 / 0.360 / 0.377
4_1_cts: 0.0250 / 0.360 / 0.388
==> worst max-delay path: cells and delay by family, from the launching register on <==
kind / cells / cell delay (ns)
xor gates and xnor gates: 1 / 0.15
DFF: 1 / 0.59
muxes: 1 / 0.12
buffers and inverters: 1 / 0.21
and+or+nand+nor: 7 / 2.49
adders and majority gates: 2 / 0.89
AOI/OAI and AO/OA: 5 / 1.15
Power figures rest on the tool's default switching activity, not on a simulated workload.
